==> flow/run.sh <==
#!/bin/bash
# OpenROAD 26Q1-2900-gdf79404cd8, Yosys 0.63+post, stock flow scripts
make -C /OpenROAD-flow-scripts/flow DESIGN_CONFIG=/design/flow/config.mk WORK_HOME=/design/flow/orfs finish
==> flow/config.mk <==
export PLATFORM = sky130hd
export DESIGN_NAME = dmem
export DESIGN_NICKNAME = dmem
export VERILOG_FILES = /design/flow/design.v
export SDC_FILE = /design/flow/constraint.sdc
export NUM_CORES = 4
export LEC_CHECK = 1
export CORE_UTILIZATION = 30
==> flow/constraint.sdc <==
current_design dmem

set clk_period 53.6
set clk_io_pct 0.2

create_clock -name clk0 -period $clk_period [get_ports {clk}]

set non_clock_inputs [all_inputs -no_clocks]
set_input_delay [expr $clk_period * $clk_io_pct] -clock clk0 $non_clock_inputs
set_output_delay [expr $clk_period * $clk_io_pct] -clock clk0 [all_outputs]
==> flow/design.v <==
module dmem (input  logic        clk, we,
             input  logic[31:0]  a, wd,
             output logic[31:0]  rd);
   logic  [31:0] RAM[63:0];
   assign rd = RAM[a[31:2]];     
   always_ff @(posedge clk)
     if (we)
       RAM[a[31:2]] <= wd;       
endmodule
==> Changelog: implementation <==
## Flow update

- Die area: 263000 µm²
- CTS max path bufs: 3
- Min-Delay Startpoint: wd[15]
- Vias after detailed routing: 41300
- CTS tree: yes
- DP HPWL: 116 mm
- Crit path kind: primary input to primary output
- Worst hold path class: primary input to flop
- GRT Util Overall: 16.9%
- Switch Pwr: 0.689 mW
- Fp_density: 30.2%
- CP Launch Point: a[4]
- Cells after Synth: 4207
- Crit-path max FO: 56
- Number of OpenROAD warnings: 52
- Pin count of the biggest net entering global routing: 78
- Setup Fix Bufs, Post-CTS: 0
- Design area: 89600 µm²
- Rel. slew slack: 28.8%
- Initial antenna violation count: 6
- Hold EP: RAM[40][15]
- Clock power frac: roughly two fifths
- Die Y: ~510 µm
- CTS Hold Buffers Added: 0
- Reg clk slew, reported paths: 0.06 ns
- Total Wirelength: 209 mm
- Post-synth top area share: 78.6%
- Final Hold Fails: 0
- Grt total ovfl: 0
- Post-synth regs: 2048
- DP Worst Slack: 26.99 ns
- Global-route wire length before repair: 302 mm
- Status: completed
- CTS resizes: 0
- Vias in the first global route: 43700
- Post-layout min period: between 20 and 30 ns
- # IOs: 98
- Hold Crit Depth: 1
- Initial DRC Count: 2774
- Main flop type: edfxtp_1
- Post-route setup slack: 27.02 ns
- Ys async rst share: 0%
- Layout cells sized above 1: 17.6%
- Filler cells: 23600
- Max frequency: between 0.03 and 0.04 GHz
- Setup violations, final: 0
- Sink Count: 2048
- Post-synth area hogs: edfxtp_1, mux2i_1, mux4_2
- Internal power: 2.52 mW
- Port-buffer cells: 71
- Gpl congestion: approximately 0.86
- Critical Path Source Type: primary input
- Die X: about 510 µm
- Slew @ Worst Pin: 1.04 ns
- Post-DP Area: approximately 84000 µm²
- Yosys Instances: about 4200
- Logic pwr share: 5.4%
- Synth Seq Share: slightly below 80%
- RSZ-0062 raised after global routing: no
- Warnings, synthesis: 1
- Post-synthesis area per instance: 18.6 µm²
- Unique cell types: 55
- Leak: 28.0 nW
- Via/cell ratio: 5.22
- Worst Hold Slack: slightly above 10 ns
- VDD IR max: 0.0276 mV
- Critical Path AT: roughly 16 ns
- Crit. End Element: primary output
- Core ar.: 259000 µm²
- Count of library flops with an enable pin: 2048
- CTS buffer count: 186
- H-tree depth: 4
- Pre-antenna DRT Iters: 5
- DP Cell Count: about 7600
- Area added between synthesis and finish: 14.4%
- Detailed-route DRC error count: 0
- Synthesis area per yosys: between 70000 and 80000 µm²
- Total power: 3.21 mW
- Max reg flops: 2048
- Pins Over Slew Limit: 0
- Antenna Nets Post-Route: 0
- WL/cell: 26.4 µm
- Final period utilization: between 40% and 50%
- Non-filler cells, final: 7906
- Final TNS setup: 0 ns
- Netlist Area Pre-Place: around 78000 µm²
- Cell type with the largest total area after synthesis: edfxtp_1
- Flop pwr share: 55.3%
- Sw frac: 21.5%
- Power Density: 35.8 nW/µm²
- Critical path required time: 42.88 ns
- # rows: 187
- Root Buffer Master: clkbuf_16
- Finished Core Util: between 30 and 40%
- Max-cap violation count: 0
[per-layer routing]
layer  share of wire [%]  track usage (%)  up-vias
met2                  46             25.2     2411
met3                  17             13.0      352
met4                 2.8             4.13       12
met1                  34             19.3    20700
li1                    -                -    17800
met5                0.13            0.694        -
[cell usage after synthesis (2+ instances only)]
cell,count
mux2i_1,259
a31oi_1,43
mux2_2,147
o21ai_0,84
buf_6,2
o22ai_1,93
a221oi_1,175
a22oi_1,188
nor2b_1,8
a22o_1,66
mux4_2,96
and3_1,85
nand4_1,3
nor2_1,145
a2111oi_0,15
or4b_1,14
and2_1,5
nand3_1,54
a21oi_1,121
and3b_1,2
o2bb2ai_1,15
a222oi_1,16
or4_1,15
clkbuf_1,168
a221o_1,15
buf_4,8
nor3_1,22
nand2_1,28
nor4_1,14
o311ai_0,2
buf_1,33
nand2b_1,18
buf_12,3
edfxtp_1,2048
o22a_1,70
nand3b_1,2
a211oi_1,17
o221ai_1,6
buf_2,83
or3_1,4
[power groups by stage]
stage     clock, mW  combinational, mW  sequential (mW)
6_report       1.26              0.174             1.78
4_1_cts        1.28              0.177             1.78
5_1_grt        1.34              0.189             1.78
[critical path: stages]
cell and delay (ns):
buf_8 0.35, buf_4 0.63, buf_4 0.71, nor2b_4 0.56
buf_4 0.66, a221oi_1 0.24, o22a_1 0.34, o22ai_1 0.62
or4_1 0.31, clkdlybuf4s50_1 0.49
[cell usage in the layout, fill, tap and decap left out, types with 15 or more instances in the layout]
cell and n:
clkdlybuf4s50_1 36, nand2_1 27, nor2_4 67, a31oi_1 43
o22a_1 70, buf_2 32, a21oi_1 121, mux4_2 96
buf_4 191, o2bb2ai_1 15, or4_1 15, and3_1 85
mux2i_1 259, a221oi_1 175, clkinv_1 56, mux2_2 147
o22ai_1 93, a211oi_1 17, clkbuf_16 190, a221o_1 15
edfxtp_1 2048, nor2_1 77, a222oi_1 16, nand3_1 53
nor3_1 19, a22oi_1 188, o21ai_0 84, clkinv_2 21
clkbuf_1 39, a22o_1 66, nand2b_1 15
[worst max path at each step]
stage	end	slack, ns
after CTS	rd[21]	26.97
after global routing	rd[2]	26.67
final	rd[21]	27.02
[cell type report]
class                   instances  area (µm²)  area share, %
clock buffers                 229        4900           5.47
multi-input cells            1859       16000           17.9
diodes                          2        5.00        0.00559
clock inverters               100         791          0.883
well taps                    3402        4260           4.75
repair buffers                264        2040           2.28
flip-flops and latches       2048       61500           68.7
inverters                       2        15.0         0.0168
[logic make-up after synthesis]
family                 synth area share (%)
DFF                                    78.6
buffers and inverters                  1.70
and+or+nand+nor                        2.83
muxes                                  8.19
AOI/OAI and AO/OA                      8.73
No activity file was given, so power comes from the tool's default toggle rates.
