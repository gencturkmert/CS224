## flow/run.sh

```bash
#!/bin/bash
# OpenROAD 26Q1-2900-gdf79404cd8, Yosys 0.63+post, stock flow scripts
make -C /OpenROAD-flow-scripts/flow DESIGN_CONFIG=/design/flow/config.mk WORK_HOME=/design/flow/orfs finish
```

## flow/design.v

```verilog
module regfile (input    logic clk, reset, we3, 
                input    logic[4:0]  ra1, ra2, wa3, 
                input    logic[31:0] wd3, 
                output   logic[31:0] rd1, rd2);
  logic [31:0] rf [31:0];
  always_ff @(negedge clk)
     if (we3) 
         rf [wa3] <= wd3;
  	 else if(reset)
       for (int i=0; i<32; i++) rf[i] = {32{1'b0}};	
  assign rd1 = (ra1 != 0) ? rf [ra1] : 0;
  assign rd2 = (ra2 != 0) ? rf[ ra2] : 0;
endmodule
```

## flow/config.mk

```make
export PLATFORM = sky130hd
export DESIGN_NAME = regfile
export DESIGN_NICKNAME = regfile
export VERILOG_FILES = /design/flow/design.v
export SDC_FILE = /design/flow/constraint.sdc
export NUM_CORES = 4
export LEC_CHECK = 1
export CORE_UTILIZATION = 50
```

## flow/constraint.sdc

```tcl
current_design regfile

set clk_period 50.2
set clk_io_pct 0.2

create_clock -name clk0 -period $clk_period [get_ports {clk}]

set non_clock_inputs [all_inputs -no_clocks]
set_input_delay [expr $clk_period * $clk_io_pct] -clock clk0 $non_clock_inputs
set_output_delay [expr $clk_period * $clk_io_pct] -clock clk0 [all_outputs]
```

==> run summary <==
Reports from this run.

- The net switching power of the design is 0.713 mW.
- The registers reported with the highest flop counts are rf (1024).
- The number of maximum-capacitance constraint violations reads 0.
- Per the finish-stage timing summary, setup violations number 0.
- The share of flip-flops with an asynchronous set or reset reads 0%.
- The arrival time at the worst endpoint reads 14.19 ns.
- The chip width reads 325 um.
- The cell count after placement is 7102.
- The largest clock skew in the final design reads 0 ns.
- The power density of the placed cells is 36.9 mW/mm2.
- For reference, the most critical setup path is categorized as primary input to flip-flop.
- The boundary pin count is 114.
- The count of buffers from port buffering reads 113.
- The post-route non-filler standard cell count is 8343.
- The number of core rows reads 118.
- The number of pins with negative max-slew slack in the final report is 0.
- The register with the most flip-flops is rf.
- The sequential element share of the synthesized area is 39.3%.
- The TritonCTS clock tree is done.
- The number of cells on the worst reg-to-reg path is 2.
- IR analysis of the VDD net gives a maximum drop of 0.0000251 V.
- Post-CTS repair ended up resizing 0 cells.
- The cell area after synthesis is 0.0521 mm2.
- Clock tree synthesis inserted a total of 117 buffers.
- The type of destination of the critical path is a flip-flop.
- The number of hold buffers added after CTS reads 0.
- The net switching share of the total power is 31.2%.
- The required time at the worst-slack endpoint is 25.65 ns.
- The internal power contribution is 1.57 mW.
- The worst-case headroom to the max-slew limit is 26.9%.
- STA lists the startpoint of the worst register-to-register path as rf[8][7]$_SDFFE_NP0P_.
- The post-synth count of flops with an enable pin is 0.
- The first global-routing pass estimated 321 mm of wire.
- The post-route netlist has 12.6% of its cells at a drive strength greater than 1.
- The category of the worst setup path launch point is a primary input.
- Setup slack on the worst reg-to-reg path comes out at 49.51 ns.
- The beginning of the worst hold path is rf[31][31]$_SDFFE_NP0P_.
- The path category of the worst min-delay check reads flip-flop to flip-flop.
- The deepest level of the CTS H-tree is 3.
- The post-synth area from yosys stat is 0.0521 mm2.
- The number of hold violations in the final report is 0.
- The total negative slack for setup checks is 0 ns.
- The leakage power is 25.2 nW.
- Entering global routing, the biggest net connects 145 pins.
- The Yosys warning count reads 1.
- The detailed router placed 51600 vias in this run.
- The layout-stage area growth over the synthesis result is 18.9%.
- The capture instance of the worst register-to-register path reads rf[8][7]$_SDFFE_NP0P_.
- For reference, the critical path is launched at we3.
- The number of DRC violations after detailed-routing iteration 0 is 5201.
- The number of cells reported by Yosys stat comes to 6052.
- The portion of total power attributed to combinational logic is 8.5%.
- The routed design has 221 mm of wire.
- The synthesized area divided by synthesized cell count reads 8.61 um2.
- The post-route cell area is 0.0620 mm2.
- The number of setup buffers added after CTS is 0.
- The first detailed-routing pass took 15 iterations.
- The final estimated routing congestion in global placement reads 0.974.
- The most used flip-flop cell reads sky130_fd_sc_hd__dfxtp_1.
- Looking at the critical path, the highest net fanout was 68.
- The number of instances in the synthesized netlist reads 6052.
- The capture point of the critical path was reported as rf[31][11]$_SDFFE_NP0P_.
- Per the cell usage report, the commonest logic cells after layout are sky130_fd_sc_hd__nand2_1, sky130_fd_sc_hd__a21oi_1, sky130_fd_sc_hd__inv_1.
- For this run the aggregate overflow at the end of global routing stands at 0.
- The average vias per placed instance is 6.18.
- Counting flops and latches in the post-synthesis netlist gives 1024.
- The routed wire length per instance is 26.4 um.
- The y dimension of the die is 325 um.
- Summing all placed instances gives a cell area of 0.0540 mm2.
- Setup repair after global routing left no endpoint under its margin.
- The remaining antenna violation count after routing reads 0.
- The root buffer cell is sky130_fd_sc_hd__clkbuf_16.
- The sequential group share of total power is 37.2%.
- The gate-level netlist out of Yosys references 45 unique cell types.
- Per the detail_route report, DRC violations left total 0.
- The number of clock sinks is 1024.
- The flow ran to the end, and the final reports show no timing, DRC or antenna violations.
- The transition time recorded at the tightest slew-check pin is 1.10 ns.
- The number of flip-flops under the largest register name is 1024.
- The clock passes through at most 3 buffers.
- The area enclosed by the die boundary reads 0.106 mm2.
- The registers of the reported paths see a clock transition of 0.03 ns.
- The number of global-route vias before repair reads 51200.
- Global routing consumed, over all layers together, 43.6% of the routing resources.
- The most instantiated logic cell after routing reads sky130_fd_sc_hd__nand2_1.
- The clock network power share reads 54.3%.
- The total half-perimeter wirelength after legalization and detailed placement is 125 mm.
- The skew report gives the latency at the later pin of the worst-skew pair as 0.71 ns.
- The number of antenna violations at the first check in global routing is 10.
- The total area inside the core boundary comes to 0.103 mm2.
- Before placement the cells fill 50.4% of the core.
- The total number of warnings across the stage logs reads 1033.
worst min path at each step:
stage / cells past startpoint / endpoint / slack, ns
after CTS: 2 / rf[31][31]$_SDFFE_NP0P_ / 0.46
after global routing: 2 / rf[31][31]$_SDFFE_NP0P_ / 0.48
final: 2 / rf[31][31]$_SDFFE_NP0P_ / 0.46
cells by family after synthesis:
group | count (synthesis) | synth area share (%)
mux | 706 | 22.6
flops | 1024 | 39.3
simple gates | 2285 | 17.3
compound gates | 1414 | 15.5
buf+inv | 623 | 5.30
layout make-up:
type	count	area [um2]
Fill cell	8686	41500
Antenna cell	3	7.51
Multi-Input combinational cell	4405	29300
Timing Repair Buffer	292	2550
Clock inverter	1120	4970
Clock buffer	119	2980
Sequential cell	1024	20500
Tap cell	1380	1730
Yosys cell counts, types with 4 or more instances:
cell type | number | share of area, %
sky130_fd_sc_hd__mux4_2 | 357 | 15
sky130_fd_sc_hd__and3_1 | 4 | 0.048
sky130_fd_sc_hd__buf_12 | 5 | 0.19
sky130_fd_sc_hd__buf_2 | 59 | 0.57
sky130_fd_sc_hd__and3b_1 | 5 | 0.084
sky130_fd_sc_hd__clkbuf_1 | 489 | 3.5
sky130_fd_sc_hd__a2111oi_2 | 14 | 0.40
sky130_fd_sc_hd__a21oi_1 | 1071 | 10
sky130_fd_sc_hd__a2111oi_1 | 9 | 0.17
sky130_fd_sc_hd__o221ai_1 | 27 | 0.45
sky130_fd_sc_hd__mux2i_1 | 298 | 5.7
sky130_fd_sc_hd__buf_1 | 15 | 0.11
sky130_fd_sc_hd__mux2_2 | 38 | 0.82
sky130_fd_sc_hd__nor3b_1 | 4 | 0.058
sky130_fd_sc_hd__nor2_1 | 35 | 0.25
sky130_fd_sc_hd__o21ai_0 | 34 | 0.33
sky130_fd_sc_hd__a211oi_1 | 79 | 1.1
sky130_fd_sc_hd__nor2b_1 | 67 | 0.80
sky130_fd_sc_hd__nor3_1 | 24 | 0.23
sky130_fd_sc_hd__a2111oi_0 | 10 | 0.17
sky130_fd_sc_hd__o22ai_1 | 25 | 0.30
sky130_fd_sc_hd__buf_6 | 16 | 0.35
sky130_fd_sc_hd__a22o_1 | 45 | 0.76
sky130_fd_sc_hd__a22oi_1 | 91 | 1.3
sky130_fd_sc_hd__buf_4 | 37 | 0.53
sky130_fd_sc_hd__a221oi_1 | 6 | 0.10
sky130_fd_sc_hd__mux4_1 | 13 | 0.66
sky130_fd_sc_hd__nand2_1 | 2085 | 15
sky130_fd_sc_hd__nor4_1 | 32 | 0.38
sky130_fd_sc_hd__nand3b_1 | 7 | 0.10
sky130_fd_sc_hd__dfxtp_1 | 1024 | 39
sky130_fd_sc_hd__nand3_1 | 5 | 0.048
worst max-delay path: stages:
cell and delay, ns:
sky130_fd_sc_hd__clkdlybuf4s50_1 0.64, sky130_fd_sc_hd__nor2b_4 0.56, sky130_fd_sc_hd__buf_4 0.56, sky130_fd_sc_hd__buf_4 0.69, sky130_fd_sc_hd__buf_4 0.72, sky130_fd_sc_hd__buf_4 0.71
sky130_fd_sc_hd__a21oi_1 0.11
metrics by stage:
| step | power (mW) | utilization [%] | hold WS (ns) | setup WS, ns |
|---|---|---|---|---|
| detailed placement | 1.17 | 52.2 | 0.457 | 10.94 |
| finish | 2.29 | 59.9 | 0.460 | 11.46 |
| global route | 2.42 | 59.9 | 0.476 | 11.34 |
| global placement | 1.17 | 52.2 | 0.451 | 10.99 |
| floorplan | 1.10 | - | 0.441 | 13.62 |
| CTS | 2.30 | 59.9 | 0.461 | 11.68 |
metal layers:
| layer | share of wire (%) | track usage [%] | vias up |
|---|---|---|---|
| met5 | 0.19 | 1.45 | - |
| met2 | 42 | 58.4 | 3452 |
| li1 | - | - | 22800 |
| met4 | 5.2 | 21.4 | 26 |
| met1 | 36 | 55.9 | 24500 |
| met3 | 17 | 27.5 | 771 |
power by group through the flow:
stage | combinational, mW | clock (mW) | sequential [mW]
global route | 0.201 | 1.36 | 0.852
finish | 0.193 | 1.24 | 0.852
CTS | 0.187 | 1.26 | 0.851
No activity file was given, so power comes from the tool's default toggle rates.
