--- design.v ---
module alu(input  logic [31:0] a, b, 
           input  logic [2:0]  alucont, 
           output logic [31:0] result,
           output logic zero);
    always_comb
        case(alucont)
            3'b010: result = a + b;
            3'b110: result = a - b;
            3'b000: result = a & b;
            3'b001: result = a | b;
            3'b111: result = (a < b) ? 1 : 0;
            default: result = {32{1'bx}};
        endcase
    assign zero = (result == 0) ? 1'b1 : 1'b0;
endmodule
--- config.mk ---
export PLATFORM = sky130hd
export DESIGN_NAME = alu
export DESIGN_NICKNAME = alu
export VERILOG_FILES = /design/flow/design.v
export SDC_FILE = /design/flow/constraint.sdc
export NUM_CORES = 4
export LEC_CHECK = 1
export CORE_UTILIZATION = 50
--- constraint.sdc ---
current_design alu

set clk_period 23.1
set clk_io_pct 0.2

create_clock -name clk0 -period $clk_period

set non_clock_inputs [all_inputs -no_clocks]
set_input_delay [expr $clk_period * $clk_io_pct] -clock clk0 $non_clock_inputs
set_output_delay [expr $clk_period * $clk_io_pct] -clock clk0 [all_outputs]
--- run.sh ---
#!/bin/bash
# OpenROAD 26Q1-2900-gdf79404cd8, Yosys 0.63+post, stock flow scripts
make -C /OpenROAD-flow-scripts/flow DESIGN_CONFIG=/design/flow/config.mk WORK_HOME=/design/flow/orfs finish
==> qor.csv <==
metric,value,unit
path_max_fanout,8,
netlist_area,5580,um^2
cp-endpoint,zero,
first_pass_iters,6,
core_area,10800,um^2
max-vdd-ir-drop,0.0175,mV
critical_path_buf_inv_count,3,
final_util,60.8,%
instances_no_fill,1066,
initial_antenna_violation_count,0,
status,"finished, final reports clean",
worst_pin_slew,0.737,ns
critPathArrivalTime,9.36,ns
gpl.final_weighted_congestion,1.04,
routed_via_density,6.26,
i_o_pins,100,
first_global_vias,6025,
final-seq-area,0,um^2
post_route_cells_drive_above_1_share,3.24,%
critical_path.startpoint,a[2],
post_cts_hold_buffer_count,0,
end_kind,output port,
via_count,6676,
worstSetupStartpointType,input port,
grt_overflow_total,0,
crit_path_frequent_cell,sky130_fd_sc_hd__clkdlybuf4s50_1,
slowest_delay,0.66,ns
wirelength,19200,um
port-buffer-count,100,
seq_cell_count,0,
post_cts_resized,0,
die_height,108,um
worstPathCellList,clkdlybuf4s50_1 > inv_1 > ha_1 > nor2b_1 > o31a_1 > o31ai_1 > a21oi_1 > a32oi_1 > o221ai_1 > or4bb_1 > nor4_1 > nand4b_1 > and4bb_1 > clkdlybuf4s50_1,
hold_viol_final,0,
hpwlAfterDp,15700,um
wl_per_cell,18.0,um
ys_warns,1,
rows,38,
synth_area_leader_cell,sky130_fd_sc_hd__ha_1,
min_period,13.98,ns
final_design_area_no_fill,6590,um^2
clock.fmax,71.5,MHz
hold_class,input port to output port,
grt_pass1_wl,30400,um
p_leak,2.90,nW
die_w,108,um
place_worst_setup_slack,9.25,ns
ys_chip_area,5580,um^2
finalCritPeriodShare,60.5,%
layout-area-overhead-vs-synth,18.0,%
rsz0062_at_grt,no,
yosys.cell_types.count,79,
design_power_total,0.179,mW
netlist.area_leader.share,21.7,%
ys_seq_share,0,%
n_antenna_cell,0,
report.final.slew_viol_count,0,
drt.antenna.violating_nets,0,
final.setup.tns,0,ns
cpLargestDelayFamily,simple AND/OR/NAND/NOR gates,
cts_setup_buffers,0,
dpl-instance-area,6590,um^2
post-place-cells,1066,
hold_ws,10.33,ns
cap_viol_max_count,0,
ys_cells,870,
max-slew-margin-rel,50.4,%
core_util_floorplan,51.5,%
worst_slack,9.12,ns
detail_route.drc_violations,0,
openroad_warnings,98,
maximum_number_of_pins_on_one_net_before_global_route_repair,36,
crit_cells,14,
critPathKind,input port to output port,
globalRouteTotalUtil,33.5,%
power_per_cell_area,27.1,nW/um^2
syn_inst,870,
postSynthAreaPerCell,6.41,um^2
cp.required,18.48,ns
die_area,11600,um^2
drt_first_iter_violations,577,
timing.critical_path.slowest_stage_cell,sky130_fd_sc_hd__o31ai_1,
area_leaders,"sky130_fd_sc_hd__ha_1 22%, sky130_fd_sc_hd__inv_1 7.2%, sky130_fd_sc_hd__a21oi_1 7.1%",
setup_viol,0,
clock_buffers,0,
-- cells by family after synthesis --
group                      Yosys count  synth area share, %
adders and majority gates           99                 22.5
and+or+nand+nor                    280                 24.0
buffers and inverters              160                 11.5
AOI/OAI and AO/OA                  310                 38.5
xor gates and xnor gates            10                 1.57
muxes                               11                 1.97
-- layer usage --
| metal | up-vias | routed length (um) | GRT usage (%) |
|---|---|---|---|
| met5 | - | 0 | 0 |
| met4 | 0 | 446 | 8.12 |
| met3 | 38 | 2030 | 6.42 |
| met2 | 391 | 8130 | 52.1 |
| met1 | 2970 | 8600 | 47.6 |
| li1 | 3277 | - | - |
-- how the worst min path moves through the flow --
stage	slack [ns]	from	endpoint	cells past startpoint
CTS	10.33	alucont[0]	result[11]	5
global route	10.41	alucont[0]	result[11]	5
finish	10.33	alucont[0]	result[11]	5
-- final cells by class --
type	instances	area, um^2
Timing Repair Buffer	107	1050
Inverter	109	409
Tap cell	140	175
Fill cell	1001	4250
Multi-Input combinational cell	710	4950
-- Yosys cell counts, drive strengths merged (7+ instances only) --
cell / number
a21oi: 79
xnor2: 8
ha: 97
o211ai: 20
nor4: 7
buf: 24
and2: 7
nor2b: 11
nor2: 89
a21o: 12
inv: 107
a211oi: 22
o21ai: 51
a31oi: 11
nand2: 72
o31ai: 19
clkbuf: 27
nand2b: 7
nor3: 28
nand3: 26
o221ai: 9
mux2i: 11
-- cells in the final DEF, fill, tap and decap left out, types with 4 or more instances in the layout --
cell type	count
sky130_fd_sc_hd__inv_1	107
sky130_fd_sc_hd__clkdlybuf4s50_1	99
sky130_fd_sc_hd__ha_1	97
sky130_fd_sc_hd__nor2_1	87
sky130_fd_sc_hd__a21oi_1	79
sky130_fd_sc_hd__nand2_1	72
sky130_fd_sc_hd__o21ai_0	47
sky130_fd_sc_hd__nor3_1	27
sky130_fd_sc_hd__nand3_1	26
sky130_fd_sc_hd__a211oi_1	22
sky130_fd_sc_hd__o211ai_1	20
sky130_fd_sc_hd__o31ai_1	19
sky130_fd_sc_hd__nor2b_1	11
sky130_fd_sc_hd__a21o_1	11
sky130_fd_sc_hd__mux2i_1	11
sky130_fd_sc_hd__a31oi_1	11
sky130_fd_sc_hd__o221ai_1	9
sky130_fd_sc_hd__nand2b_1	7
sky130_fd_sc_hd__xnor2_1	7
sky130_fd_sc_hd__buf_4	7
sky130_fd_sc_hd__or3_1	6
sky130_fd_sc_hd__nor4_1	6
sky130_fd_sc_hd__and2_1	6
sky130_fd_sc_hd__o22ai_1	6
sky130_fd_sc_hd__o21a_1	6
sky130_fd_sc_hd__a311oi_1	6
sky130_fd_sc_hd__o31a_1	5
sky130_fd_sc_hd__nand4_1	5
sky130_fd_sc_hd__nor3b_1	5
sky130_fd_sc_hd__a41oi_1	4
sky130_fd_sc_hd__o211a_1	4
sky130_fd_sc_hd__o21ai_1	4
sky130_fd_sc_hd__a221oi_1	4
sky130_fd_sc_hd__o221a_2	4
sky130_fd_sc_hd__a32oi_1	4
-- where the power goes --
group	leakage [nW]	switching (mW)	internal [mW]	total (mW)
Sequential	0	0	0	0
Clock	0	0	0	0
Combinational	2.90	0.101	0.0772	0.179
-- worst min-delay path, cell delays in order --
cell and delay, ns:
sky130_fd_sc_hd__buf_2 0.30, sky130_fd_sc_hd__nand2_1 0.14, sky130_fd_sc_hd__o211ai_1 0.10, sky130_fd_sc_hd__nand2_1 0.07, sky130_fd_sc_hd__clkdlybuf4s50_1 0.47
Power is estimated from default activity; no workload was simulated.
